**design/flow/design.v**
```verilog
`timescale 10ns / 1ns
module uart_tx #(
    parameter FRAME_BITS = 8,    
    PARITY_BIT = 2,              
    STOP_BITS = 1,               
    RETENTION_DURATION = 15      
)(
    input clk,
    input tx_enable,
    input [FRAME_BITS-1:0] data,
    output reg tx,
    output reg tx_busy
);
localparam N_TX_BITS = (PARITY_BIT < 2) ? 
                        (1+FRAME_BITS+1+STOP_BITS) : (1+FRAME_BITS+STOP_BITS);
localparam INDEX_SIZE = $clog2(N_TX_BITS);
localparam IDLE = 0;         
localparam CAPTURE = 1;      
localparam TRANSMITTING = 2; 
reg [2:0] state;
reg data_framed;             
reg [INDEX_SIZE:0] bit_index;
reg [0:N_TX_BITS-1] local_data;  
reg [$clog2(RETENTION_DURATION):0] retention_counter;
initial begin
    tx = 1;
    tx_busy = 0;
    state = IDLE;
    bit_index = 0;
    data_framed = 0;
    local_data = 0;
    retention_counter = RETENTION_DURATION;
end
always @(posedge clk) begin
    case(state)
        IDLE:
            state <= (tx_enable) ? CAPTURE : IDLE;
        CAPTURE:
            state <= (data_framed) ? TRANSMITTING : CAPTURE;
        TRANSMITTING:
            state <= (bit_index == N_TX_BITS) ? IDLE : TRANSMITTING;
    endcase 
end
always @(posedge clk) begin
    case(state)
        IDLE: begin
                tx <= 1;
                tx_busy <= 0;
                bit_index <= 0;
                local_data <= 0;
                data_framed <= 0;
                retention_counter <= RETENTION_DURATION;
            end
        CAPTURE: begin
            tx_busy <= 1;
            if(PARITY_BIT < 2) begin
                local_data <= {
                    1'b0,        
                    data[0],     
                    data[1],
                    data[2],
                    data[3],
                    data[4],
                    data[5],
                    data[6],
                    data[7],
                    ^data,       
                    {(STOP_BITS){1'b1}}  
                };
                data_framed <= 1;
            end
            else begin
                local_data <= {
                    1'b0,
                    data[0],
                    data[1],
                    data[2],
                    data[3],
                    data[4],
                    data[5],
                    data[6],
                    data[7],
                    {(STOP_BITS){1'b1}}
                };
                data_framed <= 1;
            end
        end
        TRANSMITTING: begin
            if(retention_counter == 0) begin
                tx <= local_data[bit_index];
                bit_index <= bit_index + 1;
                if(bit_index == N_TX_BITS)
                    tx_busy <= 0;
            end
            if(retention_counter < RETENTION_DURATION)
                retention_counter <= retention_counter + 1;
            else
                retention_counter <= 0;
        end
    endcase
end
endmodule
```
**design/flow/run.sh**
```bash
#!/bin/bash
# OpenROAD 26Q1-2900-gdf79404cd8, Yosys 0.63+post, stock flow scripts
make -C /OpenROAD-flow-scripts/flow DESIGN_CONFIG=/design/flow/config.mk WORK_HOME=/design/flow/orfs finish
```
**design/flow/config.mk**
```make
export PLATFORM = sky130hd
export DESIGN_NAME = uart_tx
export DESIGN_NICKNAME = uart_tx
export VERILOG_FILES = /design/flow/design.v
export SDC_FILE = /design/flow/constraint.sdc
export NUM_CORES = 4
export LEC_CHECK = 1
export CORE_AREA = 10 10 98 98
export DIE_AREA = 0 0 108 108
```
**design/flow/constraint.sdc**
```tcl
current_design uart_tx

set clk_period 3.2
set clk_io_pct 0.2

create_clock -name clk0 -period $clk_period [get_ports {clk}]

set non_clock_inputs [all_inputs -no_clocks]
set_input_delay [expr $clk_period * $clk_io_pct] -clock clk0 $non_clock_inputs
set_output_delay [expr $clk_period * $clk_io_pct] -clock clk0 [all_outputs]
```
==> results.sh <==
# source this file to load flow results
export IMPL_synth_area_yosys_mm2=0.00122
export IMPL_grt_pass1_wl_mm=3.44
export IMPL_ios=12
export IMPL_final_area_mm2=0.00150
export IMPL_synthSimpleGateAreaFrac=0.122
export IMPL_cap_violations=0
export IMPL_cp_num_buf_inv=1
export IMPL_required_ps=2560
export IMPL_setup_viol=0
export IMPL_synth_adder_area_share=0.102
export IMPL_ir_worst_vdd_uv=383
export IMPL_fp_util=0.160
export IMPL_tool_warnings=31
export IMPL_clock_latency_ps=260
export IMPL_die_x_um=108
export IMPL_switchingPower_mw=0.456
export IMPL_syn_area_per_cell_um2=12.3
export IMPL_cts_resized=0
export IMPL_seq_power_share=0.480
export IMPL_firstDrtPassIters=2
export IMPL_drtIter0Drc=37
export IMPL_htreeDepth=1
export IMPL_n_antenna_cell=0
export IMPL_mux_share=0.0441
export IMPL_p_total_mw=1.30
export IMPL_fmax_mhz=570
export IMPL_top_layer="met4"
export IMPL_ys_flops=23
export IMPL_pwr_share_clk=0.135
export IMPL_synthesis_area_mm2=0.00122
export IMPL_min_period_ps=1760
export IMPL_whs_endpoint="state[0]$_DFFE_PP_"
export IMPL_slowest_delay_ps=480
export IMPL_vias=724
export IMPL_area_growth_pct=22.6
export IMPL_final_hold_viol_count=0
export IMPL_die_area_mm2=0.0117
export IMPL_critPathArrivalTime_ps=1120
export IMPL_rows=32
export IMPL_p_leak_nw=0.542
export IMPL_drive_above_1_share=0.0804
export IMPL_wl_per_cell_um=9.28
export IMPL_grtUsageTotal=0.0343
export IMPL_synthDistinctLibCells=32
export IMPL_coreArea_mm2=0.00765
export IMPL_rsz0062_at_grt="false"
export IMPL_grt_pass1_vias=746
export IMPL_synthCells=99
export IMPL_grt_overflow=0
export IMPL_ys_warnings_count=1
export IMPL_yosys_stat_cells=99
export IMPL_via_per_inst=3.38
export IMPL_p_sw_frac=0.351
export IMPL_cpLargestDelayFamily="buffers and inverters"
export IMPL_cts_setup_buffers=0
export IMPL_routed_wirelength_mm=1.99
export IMPL_antenna_found_initial=0
export IMPL_timing_rr_start="bit_index[1]$_SDFFCE_PP0P_"
export IMPL_cp_start_kind="flip-flop"
export IMPL_min_period_over_period=0.549
export IMPL_port_buffers=11
export IMPL_drcViolationCount=0
export IMPL_dp_hpwl_mm=1.50
export IMPL_xor_area_frac=0.0359
export IMPL_cts_sinks=23
export IMPL_clkTransAtPathRegs_ps=80
export IMPL_fin_worst_skew_ps=5.11
export IMPL_whs_path_depth=1
export IMPL_fill_cells=822
export IMPL_critPathMaxFanout=1
export IMPL_maxSlewHeadroom=0.754
export IMPL_die_h_um=108
export IMPL_cp_slowest_cell="clkdlybuf4s50_1"
export IMPL_synthTopLogicFamily="simple AND/OR/NAND/NOR gates"
export IMPL_globalplace_congestion=0.811
export IMPL_fin_setup_tns_ps=0
export IMPL_antenna_left=0
export IMPL_wl_met2_um=805
export IMPL_clockBufferDepth=2
export IMPL_ys_seq_frac=0.566
export IMPL_slew_violations=0
export IMPL_worst_slew_pin_slew_ps=363
export IMPL_outcome="complete, no violations"
export IMPL_path_cells="clkdlybuf4s50_1"
export IMPL_wl_met3_um=59
export IMPL_p_per_area_mw_per_mm2=868
export IMPL_crit_type="flip-flop to primary output"
export IMPL_cts_made_buffers=3
export IMPL_combPwrFrac=0.385
export IMPL_yosys_area_share_aoi=0.0809
export IMPL_place_area_mm2=0.00145
export IMPL_holdBufCountCts=0
export IMPL_wl_met1_mm=1.11
export IMPL_end_kind="primary output"
export IMPL_grt_max_degree=14
export IMPL_reg2reg_setup_slack_ps=1480
export IMPL_clock_root_buffer="clkbuf_8"
export IMPL_hold_path_startpoint="local_data[9]$_DFFE_PP_"
export IMPL_r2r_cells=6
export IMPL_hold_class="flip-flop to flip-flop"
export IMPL_cts_tree="done"
export IMPL_internal_power_mw=0.844
export IMPL_r2r_end="tx$_SDFFCE_PP1P_"
==> power by group through the flow <==
stage	combinational (mW)	sequential [mW]	clock, mW
after CTS	0.505	0.626	0.182
after global routing	0.568	0.645	0.192
final	0.500	0.624	0.175
==> kinds of logic after synthesis <==
kind of cell             after synthesis
XOR/XNOR                               5
flip-flops                            23
AND-OR/OR-AND                         15
adder cells (fa/ha/maj)               10
multiplexers                           4
buffers and inverters                 16
AND/OR/NAND/NOR                       26
==> through the flow <==
step           hold slack (ps)  setup WS (ps)  utilization  cells
2_1_floorplan              573           1660            -     99
3_3_place_gp               617           1540        0.190    210
3_5_place_dp               623           1520        0.190    210
4_1_cts                    632           1420        0.196    214
5_1_grt                    688           1290        0.196    214
6_report                   620           1440        0.196    214
==> sequential cells by signal, indices dropped and copies added, names as in the netlist <==
| signal | cells |
|---|---|
| state | 2 |
| retention_counter | 5 |
| local_data | 9 |
| tx | 1 |
| bit_index | 5 |
| tx_busy | 1 |
==> cells in the mapped netlist <==
| cell | n | share of area |
|---|---|---|
| edfxtp_1 | 23 | 0.57 |
| inv_1 | 14 | 0.043 |
| ha_1 | 10 | 0.10 |
| and2_1 | 8 | 0.041 |
| nor2_1 | 5 | 0.015 |
| o21ai_0 | 5 | 0.020 |
| xnor2_1 | 4 | 0.029 |
| clkbuf_1 | 2 | 0.0061 |
| mux2i_1 | 2 | 0.016 |
| nand2_1 | 2 | 0.0061 |
| nor2b_1 | 2 | 0.010 |
| or2_2 | 2 | 0.010 |
| a211oi_1 | 1 | 0.0061 |
| a21o_1 | 1 | 0.0061 |
| a21oi_1 | 1 | 0.0041 |
| a22oi_1 | 1 | 0.0061 |
| a31oi_1 | 1 | 0.0051 |
| and3_1 | 1 | 0.0051 |
| mux2_2 | 1 | 0.0092 |
| mux4_2 | 1 | 0.018 |
| nand3_1 | 1 | 0.0041 |
| nand4_1 | 1 | 0.0051 |
| nand4b_1 | 1 | 0.0072 |
| nor3_1 | 1 | 0.0041 |
| nor3b_1 | 1 | 0.0061 |
| nor4b_1 | 1 | 0.0072 |
| o211ai_2 | 1 | 0.010 |
| o21ai_1 | 1 | 0.0041 |
| o22a_1 | 1 | 0.0072 |
| o22ai_1 | 1 | 0.0051 |
| o31ai_1 | 1 | 0.0061 |
| xor2_1 | 1 | 0.0072 |
==> worst max-delay path by stage <==
stage                           from          endpoint  slack, ps  cells after the start
6_report           tx_busy$_DFFE_PP_           tx_busy       1440                      1
5_1_grt   bit_index[1]$_SDFFCE_PP0P_  tx$_SDFFCE_PP1P_       1290                      6
4_1_cts            tx_busy$_DFFE_PP_           tx_busy       1420                      1
==> layer usage <==
| metal | vias to the layer above | global-route usage |
|---|---|---|
| li1 | 376 | - |
| met4 | 0 | 0.00477 |
| met5 | - | 0 |
| met2 | 10 | 0.0487 |
| met1 | 336 | 0.0539 |
| met3 | 2 | 0.00723 |
==> area by class of cell <==
type | count | area (um2) | area share
clock inverters | 1 | 5.00 | 0.00334
well taps | 102 | 128 | 0.0852
inverters | 14 | 52.6 | 0.0351
repair buffers | 11 | 110 | 0.0735
multi-input cells | 60 | 470 | 0.314
clock buffers | 3 | 41.3 | 0.0276
flip-flops and latches | 23 | 691 | 0.461
==> cell usage in the layout (no fill, tap or decap), types with 2 or more instances in the layout <==
| cell | instances |
|---|---|
| nor2_1 | 5 |
| mux2i_1 | 2 |
| o21ai_0 | 5 |
| clkdlybuf4s50_1 | 11 |
| and2_1 | 8 |
| inv_1 | 14 |
| clkbuf_8 | 3 |
| or2_2 | 2 |
| ha_1 | 10 |
| nor2b_1 | 2 |
| xnor2_1 | 4 |
| edfxtp_1 | 23 |
| nand2_1 | 2 |
Power and IR drop assume default switching activity.
