## /design/flow/design.v

```verilog
`timescale 10ns/1ns
module uart_rx #(
    parameter FRAME_BITS = 8,  
    PARITY_BIT = 2,  
    STOP_BITS = 1    
) (
    input rx,
    input i_clk,
    input flush,
    output reg [FRAME_BITS-1:0] data,
    output reg converted,
    output reg data_valid,
    output reg busy
);
localparam IDLE         = 0;
localparam DETECT_START = 1;
localparam STARTED      = 2;
localparam CONVERSION   = 3;
localparam TOTAL_RX_BITS = (PARITY_BIT < 2 ) ? FRAME_BITS + STOP_BITS + 1 : FRAME_BITS + STOP_BITS;
localparam OVERSAMPLE_FACTOR = 15;
localparam integer SAMPLE_LOC_1 = (OVERSAMPLE_FACTOR / 2) - 1;
localparam integer SAMPLE_LOC_2  = (OVERSAMPLE_FACTOR / 2);
localparam integer SAMPLE_LOC_3 = (OVERSAMPLE_FACTOR / 2) + 1;
reg [1:0] state;             
reg [3:0] bit_location;      
reg [3:0] insert_location;   
reg [OVERSAMPLE_FACTOR-1:0] oversampled_bit;     
reg [TOTAL_RX_BITS-1:0] sampled_rx_data;         
initial begin
    state = IDLE;
    busy = 0;
    bit_location = 0;
    insert_location = 0;
    sampled_rx_data = {(TOTAL_RX_BITS-1){1'b0}};
end
always @(posedge i_clk) begin
    case (state)
        IDLE :
            state <= rx ? IDLE : DETECT_START;
        DETECT_START: begin
            if(insert_location == (OVERSAMPLE_FACTOR-4))
                if(busy)
                    state <= STARTED;
                else begin
                    state <= IDLE;
                end
            end
        STARTED:
            state <= (bit_location == TOTAL_RX_BITS) ? CONVERSION : STARTED;
        CONVERSION: 
            state <= (flush) ? IDLE : CONVERSION;        
    endcase
end
always @(posedge i_clk) begin
    case (state)
        IDLE: begin
            converted <= 0;
            data_valid <= 0;
            busy <= 0;
            bit_location <= 0;
            insert_location <= 0;  
            oversampled_bit <= 15'b0;
            sampled_rx_data = {(TOTAL_RX_BITS-1){1'b0}};
            data <= {FRAME_BITS{1'b0}};
        end
        DETECT_START: begin
            if (insert_location == (OVERSAMPLE_FACTOR - 5)) begin
                busy <= ~obtained_bit(oversampled_bit);     
                oversampled_bit <= 15'b0;    
            end
            else
                oversampled_bit[insert_location] <= rx;  
            if(busy)
                insert_location <= 0;  
            else
                insert_location <= insert_location + 1;
        end
        STARTED: begin
            oversampled_bit[insert_location] <= rx;
            insert_location <= insert_location + 1;
            if (insert_location == OVERSAMPLE_FACTOR - 1) begin
                sampled_rx_data[bit_location] <= obtained_bit(oversampled_bit);
                oversampled_bit <= 15'b0;    
                bit_location <= bit_location + 1;
            end
        end
        CONVERSION: begin
            if(~converted) begin
                converted <= 1;
                data <= sampled_rx_data[FRAME_BITS-1:0];
                if(PARITY_BIT < 2) begin
                    if (^data == PARITY_BIT)
                        data_valid <= 1;
                    else
                        data_valid <= 0;
                end
                else
                    data_valid <= 1;
            end
        end
    endcase
end
function obtained_bit (input [OVERSAMPLE_FACTOR-1:0] oversampled_vector);
    obtained_bit =  (oversampled_vector[SAMPLE_LOC_1] & oversampled_vector[SAMPLE_LOC_2]) | 
                    (oversampled_vector[SAMPLE_LOC_2] & oversampled_vector[SAMPLE_LOC_3]) | 
                    (oversampled_vector[SAMPLE_LOC_1] & oversampled_vector[SAMPLE_LOC_3]);
endfunction
endmodule
```

## /design/flow/run.sh

```bash
#!/bin/bash
# OpenROAD 26Q1-2900-gdf79404cd8, Yosys 0.63+post, stock flow scripts
make -C /OpenROAD-flow-scripts/flow DESIGN_CONFIG=/design/flow/config.mk WORK_HOME=/design/flow/orfs finish
```

## /design/flow/config.mk

```make
export PLATFORM = sky130hd
export DESIGN_NAME = uart_rx
export DESIGN_NICKNAME = uart_rx
export VERILOG_FILES = /design/flow/design.v
export SDC_FILE = /design/flow/constraint.sdc
export NUM_CORES = 4
export LEC_CHECK = 1
export CORE_AREA = 10 10 105 105
export DIE_AREA = 0 0 115 115
```

## /design/flow/constraint.sdc

```tcl
current_design uart_rx

set clk_period 4.0
set clk_io_pct 0.2

create_clock -name clk0 -period $clk_period [get_ports {i_clk}]

set non_clock_inputs [all_inputs -no_clocks]
set_input_delay [expr $clk_period * $clk_io_pct] -clock clk0 $non_clock_inputs
set_output_delay [expr $clk_period * $clk_io_pct] -clock clk0 [all_outputs]
```

==> flow_summary_export.csv <==
group,metric,value,unit
global_routing,antenna_found_initial,0,
layout,postLayoutCoreUtil,25.6,%
synth,ys_ff,32,
clock_tree,cts_made_buffers,5,
timing,grt_setup_unrepaired,"false",
placement,gpl.final_weighted_congestion,0.964,
clock_tree,cts.repair.resized,0,
routing,route.detailed.drc,0,
worst_setup_path,critical_path.max_fanout,11,
synth,synth.most_common_cell,"edfxtp_1",
routing,drt.antenna.violating_nets,0,
timing,tns,0,ps
timing,drv_slew,0,
routing,antennaDiodeCount,0,
pwr,max-vdd-ir-drop,150,uV
pwr,totalPowerFinal,1.76,mW
global_routing,grt_start_max_net_pins,15,
clock_tree,worst_skew_pair.late_latency,280,ps
layout,layout-drive-gt1-share,8.70,%
routing,vias_per_cell,4.48,
layout,final-comb-area,885,um^2
timing,finalCriticalPeriod,2290,ps
timing,timing.fmax,436,MHz
run_status,result_of_the_run,"completed",
synth,synth_area,1950,um^2
global_routing,grt_pass1_wl,5.78,mm
layout,final-seq-area,961,um^2
global_routing,grt_pass1_vias,1240,
worst_setup_path,cp_slowest_stage_delay,580,ps
pwr,cellPowerDensity,785,nW/um^2
placement,setup_slack_placement,1740,ps
synth,ys_cells,171,
clock_tree,clock_tree.htree_level_count,2,
clock_tree,clock_tree.buffer_depth,2,
layout,post_layout_nonfiller_instances,292,
routing,route.vias.total,1308,
worst_setup_path,cp_data_required_time,4030,ps
synth,ys_async_sr_fraction,0,%
routing,detailedRoute.firstPassIterationCount,4,
clock_tree,postCtsSetupBuffers,0,
worst_setup_path,setup.worst_path.start_class,"register",
die,die_height,115,um
pwr,power.leakage,0.810,nW
hold_path,hold_path_class,"register to register",
run,warning_count,36,
synth,synthTopCellsByArea,"edfxtp_1 49%, ha_1 9.0%, and2_1 3.5%",
worst_setup_path,timing.critical_path.slowest_stage_cell,"edfxtp_1",
worst_setup_path,worst_path_dominant_cell_family,"flip-flops",
synth,edf_count,32,
placement,post-dp-hpwl,2.53,mm
synth,synth-seq-area-share,49.4,%
synth,yosys-stat-area,1950,um^2
synth,synth_cells,171,
run,max-cap-violations,0,
timing,worst_slew_margin_rel,40.3,%
synth,syn-mean-instance-area,11.4,um^2
timing,setup_viol,0,
worst_setup_path,criticalPathCategory,"register to register",
timing,finalClockSkew,10.1,ps
die,coreArea,8760,um^2
synth,synthFlopType,"edfxtp_1",
global_routing,gr_usage_total,5.08,%
die,std_cell_rows,34,
routing,routed_wl,3.42,mm
synth,synth_area_leader_cell,"edfxtp_1",
routing,drt_first_iter_violations,44,
synth,synthesis.yosys.warnings,1,
worst_setup_path,crit_chain,"inv_1 > ha_1 > nor2_2 > a22oi_1 > nor3_1 > mux2_2",
die,fp_util,22.2,%
placement,port-buffer-count,13,
die,die_w,115,um
clock_tree,path_clk_slew,70,ps
synth,netlist_top_cells_count,"32 x edfxtp_1, 14 x ha_1, 12 x inv_1",
worst_setup_path,worst_ep_arrival_time,2320,ps
routing,post_dr_wirelength_cell,11.7,um
hold_path,hold-path-cell-count,1,
clock_tree,cts-root-buf,"clkbuf_8",
synth,yosysTopAreaCellShare,49.4,%
timing,hold_viol,0,
layout,fillerInstances,914,
worst_setup_path,end_kind,"register",
die,io-pin-count,14,
timing,post-route-period-util,57.3,%
placement,placedCellCount,285,
global_routing,grt_overflow_total,0,
synth,synth.lib_cells_used.distinct,47,
clock_tree,clkSinkCount,32,
die,die_outline_area,13200,um^2
worst_setup_path,crit_cells,6,
clock_tree,postCtsHoldBufs,0,
worst_setup_path,timing.critical_path.buf_inv,1,
worst_setup_path,reg2reg_depth,6,
timing,transition_time_at_the_pin_with_the_least_slew_margin,895,ps
timing,final.setup.worst_slack,1710,ps
clock_tree,cts_tree,"built",
layout,area_growth,15.2,%
-- state kept, by name (all words and copies together), names as in the netlist --
register	cells
bit_location	4
oversampled_bit	3
data_valid	1
sampled_rx_data	8
state	2
data	8
converted	1
busy	1
insert_location	4
-- worst register-to-register path, cell delays in order (launching register included) --
cell	delay [ps]
edfxtp_1	580
inv_1	180
ha_1	400
nor2_2	250
a22oi_1	100
nor3_1	190
mux2_2	350
-- metrics by stage --
step	hold slack, ps	cell area (um^2)
after floorplan	517	1950
after global placement	542	2160
after detailed placement	545	2160
after CTS	562	2240
after global routing	575	2240
final	559	2240
-- worst paths after layout --
path                                          from                 end  slack (ps)
worst max-delay path               bit_location[0]  sampled_rx_data[4]        1710
worst min register to register  sampled_rx_data[5]             data[5]         560
worst min-delay path            sampled_rx_data[5]             data[5]         560
worst max register to register     bit_location[0]  sampled_rx_data[4]        1710
-- report_power, final --
part | internal (mW) | total [mW] | switching, mW
clock | 0.118 | 0.228 | 0.110
combinational | 0.368 | 0.783 | 0.415
sequential | 0.594 | 0.748 | 0.154
-- layout make-up --
class                      count  share of cell area (%)
clock buffer                   6                    3.24
timing repair buffer          14                    6.14
sequential                    32                    42.9
inverter                      12                    2.01
multi-input combinational    119                    39.5
tap                          108                    6.03
clock inverter                 1                   0.223
-- per-layer routing --
metal,wire length [um],track usage [%]
met5,0,0
met4,121,1.49
met3,204,0.897
met2,1540,8.00
met1,1550,7.09
-- logic make-up after synthesis --
family | synth area share [%]
and+or+nand+nor | 19.9
DFF | 49.4
buffers and inverters | 5.14
adders and majority gates | 9.58
muxes | 2.19
xor gates and xnor gates | 3.67
AOI/OAI and AO/OA | 10.1
-- cells in the final DEF (no fill, tap or decap), drive strengths merged, types with 3 or more instances in the layout --
master	Yosys	routed
ha	14	14
a21oi	5	5
clkdlybuf4s50	0	13
nor3	3	3
nand3	10	10
clkbuf	2	6
and3	4	4
nand2b	3	3
o21ai	7	7
edfxtp	32	32
or3	4	4
nand2	7	7
nor2	11	11
xnor2	3	3
xor2	3	3
and2	11	11
nor2b	3	3
inv	12	12
No activity file was given, so power comes from the tool's default toggle rates.
